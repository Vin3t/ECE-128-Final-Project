File: design/flow/design.v
`timescale 1ns / 1ps
module Seven_segment_display(
    input clk,
    input [3:0] value,
    output reg [6:0] seg,
    output reg [3:0] an
);
    always @(*) begin
        an = 4'b1110;
        case(value)
            4'd0: seg = 7'b1000000;
            4'd1: seg = 7'b1111001;
            4'd2: seg = 7'b0100100;
            4'd3: seg = 7'b0110000;
            4'd4: seg = 7'b0011001;
            4'd5: seg = 7'b0010010;
            4'd6: seg = 7'b0000010;
            4'd7: seg = 7'b1111000;
            4'd8: seg = 7'b0000000;
            4'd9: seg = 7'b0010000;
            default: seg = 7'b1111111;
        endcase
    end
endmodule
File: design/flow/constraint.sdc
current_design Seven_segment_display

set clk_period 1.2
set clk_io_pct 0.2

create_clock -name clk0 -period $clk_period

set non_clock_inputs [all_inputs -no_clocks]
set_input_delay [expr $clk_period * $clk_io_pct] -clock clk0 $non_clock_inputs
set_output_delay [expr $clk_period * $clk_io_pct] -clock clk0 [all_outputs]
File: design/flow/config.mk
export PLATFORM = sky130hd
export DESIGN_NAME = Seven_segment_display
export DESIGN_NICKNAME = Seven_segment_display
export VERILOG_FILES = /design/flow/design.v
export SDC_FILE = /design/flow/constraint.sdc
export NUM_CORES = 4
export LEC_CHECK = 1
export CORE_AREA = 10 10 70 70
export DIE_AREA = 0 0 80 80
File: design/flow/run.sh
#!/bin/bash
# OpenROAD 26Q1-2900-gdf79404cd8, Yosys 0.63+post, stock flow scripts
make -C /OpenROAD-flow-scripts/flow DESIGN_CONFIG=/design/flow/config.mk WORK_HOME=/design/flow/orfs finish
==> CHANGELOG.md <==
### Physical design

- Flops: 0
- Sequential area share after synthesis: 0%
- Unique cell types: 15
- Pre-CTS worst setup slack: -0.987 ns
- IO Pins: 16
- Tally of yosys warning messages: 1
- Final slew viol count: 0
- Sum of routed wire length over all layers: between 700 and 800 um
- ANT cells: 0
- Layout-stage area growth over the synthesis result: 88.4%
- Arrival @ worst endpoint: roughly 1.1 ns
- Netlist area before placement: between 200 and 250 um^2
- Routed wirelength normalized by instance count: between 7 and 8 um
- Area contributors post-synth: sky130_fd_sc_hd__ha_1 (25%), sky130_fd_sc_hd__o21ai_0 (12%), sky130_fd_sc_hd__buf_4 (12%)
- Power density relative to cell area: 279 nW/um^2
- Endpoints failing setup: 4
- Count of routing violations after the opening detailed-route iteration: 20
- Footprint of the multi-input gates: 268 um^2
- Utilization after layout: 13.7%
- Pin count of the biggest net entering global routing: 11
- Maximum cell stage delay along the critical path: ~0.26 ns
- Setup repair after global routing missed its margin: yes
- Global Route Usage Sum: under 10%
- Vias post-DR: roughly 270
- Placeable core region: between 3000 and 4000 um^2
- Chip Area: approximately 6400 um^2
- Area leader, netlist: sky130_fd_sc_hd__ha_1
- Fraction of final layout cells sized beyond drive strength 1: approximately 58%
- Highest fanout seen on the critical path: 4
- Hold Path Class: primary input to output pin
- Critical Path Source Type: primary input
- Leakage Power: 0.193 nW
- Cell count listed in synth_stat.txt: 39
- Reported max-cap violation count: 0
- Worst vdd rail ir drop: roughly 0.044 mV
- Critical Path Slowest Stage Cell: sky130_fd_sc_hd__or2b_4
- Final critical delay including setup and external delays: approximately 1.3 ns
- Number of buffer cells added on primary ports: 11
- Top-area cell share: about a quarter
- DRC viols: 0
- Final instance area: ~470 um^2
- Number of endpoints with negative hold slack in the final report: 0
- Die Wd: roughly 80 um
- Worst setup path class: primary input to output pin
- Last weighted congestion value of the routability-driven placer: roughly 0.74
- Top achievable clock speed: roughly 770 MHz
- Placed standard-cell area: 407 um^2
- Count of clock-net buffers in the final layout: 0
- Placed Cells: between 90 and 100
- DIE HEIGHT: 80 um
- Series of cell instances along the critical path: buf_8 -> buf_6 -> or2b_4 -> a21oi_2 -> a31oi_1 -> buf_2
- Antenna violations before repair: 0
- Antenna Violating Nets Remaining: 0
- Via count of the first global-routing pass: between 200 and 300
- Nature of the critical path endpoint: output pin
- Yosys stat chip area: 248 um^2
- 1st-pass router iterations: 3
- Synth Instances: 39
- Worst Slack Setup Final: -0.0940 ns
- Tool warning count: 39
- Run status: finished, violations left
- Standard-cell row count: 21
- Violated checks: setup timing
- Period Utilization, post-route: 108%
- Detailed-route vias per instance: around 2.7
- Hpwl dp: roughly 600 um
- Post-route non-filler standard cell count: 98
- Post-Synthesis Mean Instance Area: around 6.4 um^2
- Wire length of the first global-routing pass: 1220 um
- Required time worst endpoint: 0.96 ns
- Number of filler instances in the final layout: 396
- GRT Residual Overflow: 0
- Area of all sequential standard cells: 0 um^2
- Core utilization at floorplan: between 7 and 8%
-- cell families after synthesis --
| family | count (synthesis) | synth area share [%] |
|---|---|---|
| buffers and inverters | 9 | 23.2 |
| AOI/OAI and AO/OA | 10 | 22.2 |
| and+or+nand+nor | 13 | 26.3 |
| adders and majority gates | 5 | 25.3 |
| other | 2 | 3.03 |
-- per-layer routing --
layer	share of wire [%]	track usage (%)
met4	0	0
met1	45	2.97
met3	8.1	0.568
met5	0	0
met2	47	3.93
-- layout make-up --
class	instances	area share, %
Multi-Input combinational cell	32	57.4
Timing Repair Buffer	17	25.7
Tap cell	46	12.3
Inverter	3	4.56
-- where the power goes --
part           total (mW)  leakage [nW]  internal [mW]  switching [mW]
Combinational       0.130         0.193         0.0702          0.0599
Sequential              0             0              0               0
Clock                   0             0              0               0
Total               0.130         0.193         0.0702          0.0599
-- layout by cell type, fill, tap and decap left out --
cell and n:
sky130_fd_sc_hd__nor2_1 4, sky130_fd_sc_hd__clkbuf_2 1, sky130_fd_sc_hd__a21oi_1 1, sky130_fd_sc_hd__inv_1 1, sky130_fd_sc_hd__o21ai_1 3, sky130_fd_sc_hd__ha_1 1
sky130_fd_sc_hd__or2b_4 1, sky130_fd_sc_hd__nand2_1 2, sky130_fd_sc_hd__o21ai_2 2, sky130_fd_sc_hd__buf_2 8, sky130_fd_sc_hd__buf_8 1, sky130_fd_sc_hd__conb_1 4
sky130_fd_sc_hd__a31oi_1 1, sky130_fd_sc_hd__inv_6 2, sky130_fd_sc_hd__nand2b_1 3, sky130_fd_sc_hd__o21ai_0 1, sky130_fd_sc_hd__buf_4 5, sky130_fd_sc_hd__ha_4 3
sky130_fd_sc_hd__a21oi_2 2, sky130_fd_sc_hd__nand2b_4 1, sky130_fd_sc_hd__nor2_4 1, sky130_fd_sc_hd__or2_1 1, sky130_fd_sc_hd__buf_6 2, sky130_fd_sc_hd__ha_2 1
-- synth_stat cells --
master	instances
sky130_fd_sc_hd__nor2_1	5
sky130_fd_sc_hd__inv_1	3
sky130_fd_sc_hd__buf_4	4
sky130_fd_sc_hd__conb_1	2
sky130_fd_sc_hd__o21ai_0	6
sky130_fd_sc_hd__or2b_1	1
sky130_fd_sc_hd__buf_2	1
sky130_fd_sc_hd__or2_1	1
sky130_fd_sc_hd__nand2_1	2
sky130_fd_sc_hd__nand2b_1	4
sky130_fd_sc_hd__a31oi_1	1
sky130_fd_sc_hd__buf_6	1
sky130_fd_sc_hd__a21oi_2	1
sky130_fd_sc_hd__ha_1	5
sky130_fd_sc_hd__a21oi_1	2
-- timing repair --
item	4_1_cts	5_1_grt
setup endpoints to repair	7	6
gates resized	52	15
cloned	0	0
pin swaps	10	4
buffers inserted	2	0
hold buffers	0	0
-- final timing paths --
check | start | end | slack [ns] | cells past startpoint
min | value[2] | seg[2] | 0.85 | 3
max | value[1] | seg[3] | -0.09 | 6
-- through the flow --
step / TNS [ns] / hold slack (ns) / power (mW)
detailed placement: -6.11 / 1.63 / 0.118
CTS: -0.468 / 0.945 / 0.120
floorplan: 0 / 0.568 / 0.0525
global placement: -6.18 / 1.64 / 0.118
finish: -0.292 / 0.851 / 0.130
global route: -0.588 / 0.888 / 0.150
-- critical path, delay by kind of cell --
kind                   cells  cell delay, ns
AND-OR/OR-AND              2            0.19
buffers and inverters      3            0.35
AND/OR/NAND/NOR            1            0.26
No activity file was given, so power comes from the tool's default toggle rates.
