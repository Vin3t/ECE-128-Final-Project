### flow/design.v
`timescale 1ns / 1ps
module Top_Matrix_Multiplier(
    input clk,
    input [1:0] sel,
    input  [2:0] sw_in,
    input  btn_next,
    output [6:0] seg,
    output [3:0] an,
    output [2:0] stage_led,
    output debounce_led
);
    reg [3:0] a,b,c,d,e,f,g,h;
    wire btn_clean;
    Debounce #(.COUNT_MAX(2_000_000)) db1 (
        .clk(clk),
        .noisy(btn_next),
        .clean(btn_clean)
    );
    reg btn_prev;
    wire btn_next_edge;
    always @(posedge clk)
        btn_prev <= btn_clean;
    assign btn_next_edge = btn_clean & ~btn_prev;
    assign debounce_led = btn_next_edge;
    reg [2:0] current_element;
    always @(posedge clk) begin
        if(btn_next_edge) begin
            case(current_element)
                3'd0: a <= sw_in;
                3'd1: b <= sw_in;
                3'd2: c <= sw_in;
                3'd3: d <= sw_in;
                3'd4: e <= sw_in;
                3'd5: f <= sw_in;
                3'd6: g <= sw_in;
                3'd7: h <= sw_in;
            endcase
            if(current_element == 3'd7)
                current_element <= 3'd0;
            else
                current_element <= current_element + 1;
        end
    end
    assign stage_led = current_element;
    wire [7:0] ae, bg, af, bh, ce, dg, cf, dh;
    Comb_Multi_wrapper mul_ae(.A_0(a), .B_0(e), .P_0(ae));
    Comb_Multi_wrapper mul_bg(.A_0(b), .B_0(g), .P_0(bg));
    Comb_Multi_wrapper mul_af(.A_0(a), .B_0(f), .P_0(af));
    Comb_Multi_wrapper mul_bh(.A_0(b), .B_0(h), .P_0(bh));
    Comb_Multi_wrapper mul_ce(.A_0(c), .B_0(e), .P_0(ce));
    Comb_Multi_wrapper mul_dg(.A_0(d), .B_0(g), .P_0(dg));
    Comb_Multi_wrapper mul_cf(.A_0(c), .B_0(f), .P_0(cf));
    Comb_Multi_wrapper mul_dh(.A_0(d), .B_0(h), .P_0(dh));
    wire [7:0] C00 = ae + bg;
    wire [7:0] C01 = af + bh;
    wire [7:0] C10 = ce + dg;
    wire [7:0] C11 = cf + dh;
    reg [7:0] selected;
    always @(*) begin
        case (sel)
            2'b00: selected = C00;
            2'b01: selected = C01;
            2'b10: selected = C10;
            2'b11: selected = C11;
        endcase
    end
    wire [3:0] digit = (selected > 9) ? 4'd9 : selected[3:0];
    Seven_segment_display dut(.clk(clk), .value(digit), .seg(seg), .an(an));
endmodule
module Debounce(
    input clk,
    input noisy,         
    output reg clean     
);
    parameter COUNT_MAX = 2_000_000;  
    reg [21:0] count = 0;
    reg state = 0;
    always @(posedge clk) begin
        if (noisy == state) begin
            count <= 0;       
        end else begin
            count <= count + 1;
            if (count >= COUNT_MAX) begin
                state <= noisy;   
                count <= 0;
            end
        end
        clean <= state;
    end
endmodule
### flow/run.sh
#!/bin/bash
# OpenROAD 26Q1-2900-gdf79404cd8, Yosys 0.63+post, stock flow scripts
make -C /OpenROAD-flow-scripts/flow DESIGN_CONFIG=/design/flow/config.mk WORK_HOME=/design/flow/orfs finish
### flow/config.mk
export PLATFORM = sky130hd
export DESIGN_NAME = Debounce
export DESIGN_NICKNAME = Debounce
export VERILOG_FILES = /design/flow/design.v
export SDC_FILE = /design/flow/constraint.sdc
export NUM_CORES = 4
export LEC_CHECK = 1
export CORE_AREA = 10 10 90 90
export DIE_AREA = 0 0 100 100
### flow/constraint.sdc
current_design Debounce

set clk_period 4.4
set clk_io_pct 0.2

create_clock -name clk0 -period $clk_period [get_ports {clk}]

set non_clock_inputs [all_inputs -no_clocks]
set_input_delay [expr $clk_period * $clk_io_pct] -clock clk0 $non_clock_inputs
set_output_delay [expr $clk_period * $clk_io_pct] -clock clk0 [all_outputs]
==> results.txt <==
flow finished, numbers: status finished, final reports clean, sequential cell area 490.5 sq um, fin. max-slew vios 0, chip area in the Yosys report about 0.0011 sq mm, simple share a little over a quarter, clk root buf clkbuf_8, clk ins delay skew pair 260 ps, CTS hold repair buffers 0, final wirelength 1801 microns, initial drt markers 26, area grow syn2layout 13.79%, dpl hpwl around 1300 microns, Top cell area share between 40% and 50%, # setup viols final 0, filler instances 689, MUX area fraction 0%, Post-Syn Instances 123, Synth top cell by count dfxtp_1, met2 GRT Util under 10%, post-layout utilization of the core roughly a fifth, Routed Antenna Nets 0, FMAX about 440 MHz, gr ovfl total 0, first-pass GRT wire length between 3000 and 4000 microns, Worst R2R Start count[17]$_SDFF_PP0_, Hold EP clean$_DFF_P_, DRC errors left 0, placed insts 198, worst vdd ir about 0.00011 V, top cells by area dfxtp_1 (43%), nor2_1 (6.0%), xor2_1 (5.7%), Synth Warn # 1, area leader, netlist dfxtp_1, Period Utilization, post-route roughly half, clk slew on worst S/H paths 80 ps, Hold Crit Start state$_DFFE_PP_, Top logic family simple AND/OR/NAND/NOR gates, routability cong. roughly 0.8, pwr/cell area 322.7 mW/mm^2, Gates resized, CTS repair 0, DRT Pass-1 Iters 4, grt peak-use layer met2, drt wl/cell 8.916 microns, Worst setup SP type primary input, Cell Type Count 29, max_slew headroom between 50% and 60%, total track usage 4.023%, setup TNS 0 ps, CP Class in2reg, H-Tree Depth 1, GRT met3 Usage under 10%, vias in the first global route 813, TritonCTS clock tree done, Non-Filler Instances ~200, # Cells Yosys 123, Synth Cell Area roughly 0.0011 sq mm, critical path cell sequence clkdlybuf4s50_1 -> xnor2_1 -> or3b_2 -> o31a_1 -> a21oi_1, fp_density between 15 and 20%, OpenROAD warning count 27, Least-Margin Pin Slew ~740 ps, r2r endpoint count[6]$_SDFF_PP0_, clk_skew ~3.2 ps, Setup crit end kind flop, post-synthesis xor/xnor area fraction between 10% and 20%, worst min path class reg2reg, Worst Path Arrival between 2000 and 2500 ps, grt met1 use between 5 and 6%, CP Max Fanout 21, Leakage 0.3831 nW, Post-synth regs 24, Site Rows 29, clock sink count 24, Adder Area Share between 2 and 2.5%, max_cap viols 0, Slowest-stage cell, CP or3b_2, EDFF count, synth 1, share of cells above drive strength 1 between 5 and 6%, unrepaired setup endpoints after global routing false, worst path required time about 4600 ps, chip width approximately 100 microns, Combinational Area 538.0 sq um, FF-to-FF setup slack about 2200 ps, cells on worst reg2reg path 4, async set-or-reset flop fraction in the synthesized netlist 0%, I/O Buffers 2, via-per-instance ratio around 4.1, pin count of the biggest net entering global routing 22, final-report hold violation count 0, Chip Area 0.01000 sq mm, Vias ~800, most frequent cells after synthesis dfxtp_1 (23), nor2_1 (17), nand2_1 (8), biggest cell delay along the critical path roughly 440 ps, number of diodes 0, register area share after synthesis 45.79%, initial antenna violation count 0, Power Total slightly below 0.0004 W, TritonCTS Buffers 3, Die Ht ~100 microns, Hold Path Depth 0, Placeable Area about 0.0063 sq mm, Dominant Register Cell dfxtp_1, syn avg cell area between 8 and 9 sq um, ao+oa area frac about a tenth, # Post-CTS Setup Buffers 0, final worst path period need 2287 ps, CTS max path bufs 2, I/O pins 3
## worst max path at each step
stage / end / cells past startpoint / slack [ps] / from
after CTS: count[6]$_SDFF_PP0_ / 5 / 2090 / noisy
after global routing: count[8]$_SDFF_PP0_ / 5 / 1930 / noisy
final: count[19]$_SDFF_PP0_ / 5 / 2110 / noisy
## cells in the final DEF (no fill, tap or decap)
cell type	netlist	routed
clkdlybuf4s50_1	0	2
nor2_1	17	17
nor3_1	2	2
o31a_1	1	1
and3_1	2	2
nand2b_1	1	1
or3_1	5	5
nand3_2	1	1
clkbuf_8	0	4
o21ai_0	6	6
dfxtp_1	23	23
and4_1	1	1
edfxtp_1	1	1
a21oi_1	7	7
nand3_1	7	7
o31ai_1	3	3
nand4_1	6	6
xnor2_1	6	6
or4_1	3	3
ha_1	2	2
conb_1	1	1
inv_1	5	5
nor4_1	1	1
or3b_2	1	1
nand2_1	8	8
xor2_1	7	7
a2111oi_0	1	1
and3_2	1	1
## layer usage
| metal | up-vias | share of wire (%) | wire length, microns |
|---|---|---|---|
| met1 | 380 | 50 | 894 |
| met4 | 0 | 1.5 | 27 |
| li1 | 431 | - | - |
| met2 | 9 | 44 | 793 |
| met5 | - | 0 | 0 |
| met3 | 2 | 4.8 | 86 |
## report_power, final
part            total, W  switching, W  internal (W)
Combinational  0.0000183     0.0000113    0.00000704
Sequential      0.000228    0.00000443      0.000223
Clock           0.000147     0.0000676     0.0000798
Total           0.000393     0.0000833      0.000310
## cell families after synthesis
kind of cell | count (synthesis)
compound gates | 18
xor+xnor | 13
fa+ha+maj | 2
buf+inv | 9
flops | 24
other cells | 1
simple gates | 56
## sequential cells by signal (all words and copies together), names as in the netlist
signal and cells:
count 22, state 1, clean 1
## final cells by class
class	count	share of cell area, %
Multi-Input combinational cell	90	44.15
Sequential cell	24	40.25
Tap cell	77	7.906
Clock buffer	4	4.517
Timing Repair Buffer	2	1.643
Inverter	5	1.540
## critical path, delay by kind of cell
kind            cells  cell delay (ps)
xor+xnor            1              160
buf+inv             1              430
simple gates        1              440
compound gates      2              550
## per-stage QoR
stage	setup WS [ps]	area (sq um)	hold WS [ps]
after global placement	1816	1164	398.4
final	2113	1219	408.3
after floorplan	2464	1071	369.0
after global routing	1932	1219	435.8
after detailed placement	1807	1164	392.5
after CTS	2087	1219	413.4
Power is estimated from default activity; no workload was simulated.
