<file path="/design/flow/run.sh">
#!/bin/bash
# OpenROAD 26Q1-2900-gdf79404cd8, Yosys 0.63+post, stock flow scripts
make -C /OpenROAD-flow-scripts/flow DESIGN_CONFIG=/design/flow/config.mk WORK_HOME=/design/flow/orfs finish
</file>
<file path="/design/flow/config.mk">
export PLATFORM = sky130hd
export DESIGN_NAME = Comb_multi
export DESIGN_NICKNAME = Comb_multi
export VERILOG_FILES = /design/flow/design.v
export SDC_FILE = /design/flow/constraint.sdc
export NUM_CORES = 4
export LEC_CHECK = 1
export CORE_AREA = 10 10 70 70
export DIE_AREA = 0 0 80 80
</file>
<file path="/design/flow/constraint.sdc">
current_design Comb_multi

set clk_period 4.4
set clk_io_pct 0.2

create_clock -name clk0 -period $clk_period

set non_clock_inputs [all_inputs -no_clocks]
set_input_delay [expr $clk_period * $clk_io_pct] -clock clk0 $non_clock_inputs
set_output_delay [expr $clk_period * $clk_io_pct] -clock clk0 [all_outputs]
</file>
<file path="/design/flow/design.v">
`timescale 1ns / 1ps
module Comb_multi(
    input [3:0] A,
    input [3:0] B,
    output [7:0] P
    );
    assign P = A * B; 
endmodule
</file>
==> flow_summary.json <==
{
  "cts_hold_buf": 0,
  "critPathRequiredTime_ns": 3.52,
  "grt_pass1_vias": 458,
  "critPathArrivalTime_ns": 3.36,
  "fp_util_pct": 13.1,
  "drt_first_pass_iters": 2,
  "clock_buffers": 0,
  "max-cap-violations": 0,
  "synth_top_area_share_pct": 33.6,
  "ys_cells": 51,
  "dpl.hpwl_um": 985,
  "drt_wl_total_um": 1070,
  "drt-initial-drc-count": 6,
  "rsz0062_at_grt": "no",
  "drc": 0,
  "finish.utilization_pct": 22.6,
  "maxSlewHeadroom_pct": 86.6,
  "ys_seq_share_pct": 0,
  "gp_congestion": 0.841,
  "top_cell": "and2_1",
  "fmax_mhz": 236,
  "final-hold-violation-count": 0,
  "fin_tns_setup_ns": 0,
  "port_buffers": 16,
  "warnings": 33,
  "die_h_um": 80,
  "yosysUniqueCellTypes": 17,
  "critPathMaxFanout": 2,
  "fin_crit_sh_pct": 96.5,
  "slew_violations": 0,
  "yosysWarnings": 0,
  "fin_hold_ws_ns": 2.46,
  "synthCells": 51,
  "status": "finished clean",
  "leakage_nw": 0.405,
  "period_minus_slack_ns": 4.24,
  "endpoint_kind": "output port",
  "common_cells": "and2_1, ha_1, fa_1",
  "grt-ovfl-total": 0,
  "rows": 21,
  "regArea_um2": 0,
  "powerDensity_nw_per_um2": 124,
  "ant_nets": 0,
  "n_antenna_cell": 0,
  "cp-start-kind": "primary input",
  "power_mw": 0.0957,
  "vias": 440,
  "netlist_area_um2": 447,
  "ios": 16,
  "area_growth_pct": 73.1,
  "path_class": "in -> out",
  "syn_avg_cell_area_um2": 8.76,
  "hp-class": "in -> out",
  "layout-drive-gt1-share_pct": 29.1,
  "coreArea_um2": 3420,
  "grt_max_degree": 6,
  "viasPerCell": 3.52,
  "fp.dieW_um": 80,
  "finalSetupViolations": 0,
  "routedWlPerCell_um": 8.57,
  "seq_cells": 0,
  "area_leaders": "ha_1, and2_1, fa_1, xnor2_1, a21oi_1",
  "ir_drop_mv": 0.0394,
  "grt_usage_pct": 3.43,
  "grt_pass1_wl_um": 1900,
  "largest_area_cell": "ha_1",
  "chipArea_um2": 6400,
  "grt_antenna_before_repair": 0,
  "ys_chip_area_um2": 447,
  "worst_pin_slew_ns": 0.201,
  "hold_depth": 5
}
cell families (layout without fill, tap and decap cells):
group	Yosys count	in the layout	synth area share, %
simple gates	20	20	26.6
xor+xnor	3	3	5.88
buf+inv	3	31	2.52
compound gates	9	9	13.4
fa+ha+maj	16	16	51.5
path summary, 6_finish.rpt:
| check | start | to | slack (ns) |
|---|---|---|---|
| setup / recovery | A[0] | P[7] | 0.16 |
| hold / removal | B[3] | P[7] | 2.46 |
power by group:
part / internal [mW] / switching [mW] / total [mW]
Sequential: 0 / 0 / 0
Combinational: 0.0588 / 0.0369 / 0.0957
Clock: 0 / 0 / 0
per-stage QoR:
| step | instance area (µm²) | instances | worst slack (ns) |
|---|---|---|---|
| after floorplan | 447 | 51 | 0.543 |
| after global placement | 747 | 124 | -0.589 |
| after global routing | 773 | 125 | 0.00390 |
| after detailed placement | 747 | 124 | -0.616 |
| after CTS | 751 | 125 | -0.0170 |
| final | 773 | 125 | 0.156 |
critical path, stage by stage:
cell and delay, ns:
dlygate4sd2_1 0.22, nand2_1 0.08, fa_1 0.53, inv_1 0.05, fa_1 0.51, ha_4 0.30, a211oi_2 0.06, or4b_1 0.52
o2111ai_2 0.09, buf_2 0.12
layer usage:
layer,track usage [%],part of all wire [%],up-vias
met2,5.14,42,10
met3,0.795,6.3,0
met4,0,0,0
li1,-,-,235
met5,0,0,-
met1,5.14,51,195
cells in the final DEF (no fill, tap or decap):
master           count
a211oi_2             1
a21o_1               1
a21o_2               1
a21oi_1              1
a21oi_2              2
and2_1              13
and3b_1              1
buf_2                2
buf_4               12
clkbuf_2             1
clkdlybuf4s50_1      5
dlygate4sd2_1        6
dlymetal6s2s_1       2
fa_1                 3
fa_2                 1
ha_1                11
ha_4                 1
inv_1                3
nand2_1              2
nand2_2              1
nor2_1               2
o2111ai_2            1
o211ai_1             1
o21ai_1              1
or4b_1               1
xnor2_1              2
xor2_1               1
final cells by class:
class	instances	area, µm²
fillers	386	2640
inverters	3	11.3
multi-input cells	48	472
well taps	46	57.6
repair buffers	28	233
timing repair:
item	CTS	global route
resized	17	7
pin swaps	6	4
setup endpoints to repair	5	4
setup buffers	1	0
cloned	0	0
Power is estimated from default activity; no workload was simulated.
